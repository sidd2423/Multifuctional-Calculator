==> /design/flow/design.v <==
module factorial(num, res, clk);
    input clk;
    input [3:0] num;
    output [15:0] res;
    reg [15:0] res;
    reg [15:0] counter;  
    initial begin
        counter = 0;
        res = 16'b1;
    end
    always @(posedge clk) begin
        counter = counter + 1;
        res = res * counter;
    end
endmodule
==> /design/flow/run.sh <==
#!/bin/bash
# OpenROAD 26Q1-2900-gdf79404cd8, Yosys 0.63+post, stock flow scripts
make -C /OpenROAD-flow-scripts/flow DESIGN_CONFIG=/design/flow/config.mk WORK_HOME=/design/flow/orfs finish
==> /design/flow/config.mk <==
export PLATFORM = sky130hd
export DESIGN_NAME = factorial
export DESIGN_NICKNAME = factorial
export VERILOG_FILES = /design/flow/design.v
export SDC_FILE = /design/flow/constraint.sdc
export NUM_CORES = 4
export LEC_CHECK = 1
export CORE_UTILIZATION = 40
==> /design/flow/constraint.sdc <==
current_design factorial

set clk_period 9.5
set clk_io_pct 0.2

create_clock -name clk0 -period $clk_period [get_ports {clk}]

set non_clock_inputs [all_inputs -no_clocks]
set_input_delay [expr $clk_period * $clk_io_pct] -clock clk0 $non_clock_inputs
set_output_delay [expr $clk_period * $clk_io_pct] -clock clk0 [all_outputs]
==> CHANGELOG.md <==
### Physical design

- Most frequent logic cells in the routed design: 122 x inv_1, 80 x nand2_1, 80 x fa_1, 50 x ha_1, 48 x and2_1
- # rows: 40
- Ys cells: 536
- IO Pins: 21
- Antenna-violating nets left: 0
- Slew margin rel.: 42.8%
- Half-perimeter wire length after placement: 7.74 mm
- # diodes: 0
- Critical Path Start Type: register
- VDD IR max: 0.0796 mV
- Final TNS setup: 0 ns
- Status: completed
- Chip area: 12700 um^2
- Gr usage total: 18.9%
- Slew @ Worst Pin: 0.856 ns
- Logic area: 3740 um^2
- Clock-pin transition on the worst setup and hold timing paths: 0.06 ns
- Post-layout period usage: 68.3%
- Max cap viols: 0
- Total power: 321 uW
- Fraction of registers with async set/reset: 0%
- Most frequent logic cell in the layout: inv_1
- Cells after synthesis: 536
- Wire per inst: 14.6 um
- TritonCTS Buffers: 5
- Vias in the first global route: 3522
- Leakage: 2.41 nW
- CP Max Fanout: 11
- Total clock sinks: 32
- Register area: 641 um^2
- Slew Viols, Final: 0
- Die W: 113 um
- Worst Path Arrival: 6.66 ns
- Crit path DRT: 9.67 ns
- Hold WC Path Type: register to register
- Ys Warns: 1
- Sequential area share after synthesis: 13.1%
- Routability cong.: 0.829
- Final wirelength: 10.2 mm
- First-pass GRT wire length: 17.6 mm
- Insertion Delay late pin: 0.28 ns
- Clock Root Buffer: clkbuf_16
- Drt drc: 0
- Clock buffer depth: 2
- Hold Vio Cnt, Final: 0
- Fin util: 45.0%
- Fin Clk Skew: 0.00342 ns
- EDFF count, synth: 0
- Core Util at FP: 40.9%
- Via/cell ratio: 4.73
- GRT Residual Overflow: 0
- Post-cts hold buffer count: 0
- Syn_area_per_cell: 9.13 um^2
- Tool warning count: 29
- Largest net degree at the start of global routing: 18
- Die y size: 113 um
- #FFs+latches synth: 32
- Initial antenna violation count: 0
- Post-synth top flop: dfxtp_1
- Yosys cell types: 31
- Core box area: 12000 um^2
- CP Capture Type: register
- RSZ-0062 raised after global routing: no
- Fmax: 0.154 GHz
- Final setup vio count: 0
- Period minus WS final: 6.49 ns
- Port Buffers: 16
- Power per cell area: 59.7 nW/um^2
- Vias: 3294
- Setup Buffers After CTS: 0
- # resized after CTS: 0
- Syn Std Cell Area: 4890 um^2
- Area delta synth->final: 10.1%
- Initial DRC Count: 83
- Share of post-route cells with drive strength above 1: 5.64%
- Yosys Chip Area: 4890 um^2
- Number of fill cells in the layout: 1092
- Critical path type: register to register
- Pre-antenna DRT Iters: 4
- H-tree depth: 2
- CTS tree: yes
-- report_power, final --
part           total [mW]  internal, mW  switching, mW
clock network       0.187         0.123         0.0640
registers           0.134         0.134              0
logic          0.00000207             0              0
-- layout make-up --
cell class / instances / area share (%)
timing repair buffer: 21 / 3.67
inverter: 122 / 8.50
sequential: 32 / 11.9
clock buffer: 5 / 2.32
multi-input combinational: 367 / 69.4
clock inverter: 3 / 0.790
tap: 147 / 3.42
-- Yosys cell counts, types with 3 or more instances --
| library cell | instances | share of area, % |
|---|---|---|
| a21oi_1 | 7 | 0.72 |
| and2_1 | 48 | 6.1 |
| and2_2 | 3 | 0.46 |
| and3_1 | 4 | 0.51 |
| clkbuf_1 | 15 | 1.2 |
| dfxtp_1 | 32 | 13 |
| fa_1 | 80 | 33 |
| ha_1 | 50 | 13 |
| inv_1 | 122 | 9.4 |
| nand2_1 | 80 | 6.1 |
| nand3_1 | 3 | 0.31 |
| nor2_1 | 4 | 0.31 |
| nor2b_1 | 14 | 1.8 |
| o21bai_1 | 4 | 0.61 |
| xnor2_1 | 38 | 6.8 |
| xnor2_2 | 7 | 2.3 |
| xor2_1 | 5 | 0.90 |
-- worst paths after layout --
kind	from	endpoint	slack, ns	cells after the start
max	counter[0]$_DFF_P_	res[15]$_DFF_P_	3.01	22
min	counter[15]$_DFF_P_	counter[15]$_DFF_P_	0.46	1
max reg2reg	counter[0]$_DFF_P_	res[15]$_DFF_P_	3.01	22
min reg2reg	counter[15]$_DFF_P_	counter[15]$_DFF_P_	0.46	1
-- metal layers --
layer | wire (um) | up-vias | global-route usage [%] | part of all wire (%)
met3 | 565 | 9 | 3.91 | 5.6
li1 | - | 1594 | - | -
met4 | 120 | 0 | 2.13 | 1.2
met2 | 4950 | 70 | 31.2 | 49
met5 | 0 | - | 0 | 0
met1 | 4520 | 1621 | 27.8 | 45
-- through the flow --
stage          area [um^2]  hold slack [ns]  instances  worst slack, ns
5_1_grt               5390            0.476        697             2.60
3_3_place_gp          5220            0.449        689             2.99
4_1_cts               5390            0.461        697             2.96
6_report              5390            0.457        697             3.01
2_1_floorplan         4890            0.432        536             3.75
3_5_place_dp          5220            0.446        689             3.07
-- cells by family after synthesis --
logic type	Yosys count	share of synthesized area, %
flops	32	13.1
fa+ha+maj	130	45.5
compound gates	17	2.25
buf+inv	137	10.5
xor+xnor	53	11.2
simple gates	167	17.5
-- critical path: stages, from the launching register on --
cell and delay, ns:
dfxtp_1 0.31, ha_1 0.22, and3_1 0.22, and3_1 0.20, xor2_1 0.66, and2_1 0.25
fa_1 0.41, inv_1 0.07, fa_1 0.44, fa_1 0.50, fa_1 0.56, inv_1 0.05
fa_1 0.49, inv_1 0.06, fa_1 0.53, inv_1 0.04, ha_1 0.35, a21oi_1 0.16
nor2b_1 0.06, a41o_1 0.23, o22ai_1 0.28, xnor2_1 0.14, xnor2_1 0.13
-- flip-flops by register name (all words and copies together), names as in the netlist --
register / flops
res: 16
counter: 16
Power figures rest on the tool's default switching activity, not on a simulated workload.
